==> flow/config.mk <==
export PLATFORM = sky130hd
export DESIGN_NAME = mux1bit
export DESIGN_NICKNAME = mux1bit
export VERILOG_FILES = /design/flow/design.v
export SDC_FILE = /design/flow/constraint.sdc
export NUM_CORES = 4
export LEC_CHECK = 1
export CORE_AREA = 10 10 70 70
export DIE_AREA = 0 0 80 80
==> flow/constraint.sdc <==
current_design mux1bit

set clk_period 1.0
set clk_io_pct 0.2

create_clock -name clk0 -period $clk_period

set non_clock_inputs [all_inputs -no_clocks]
set_input_delay [expr $clk_period * $clk_io_pct] -clock clk0 $non_clock_inputs
set_output_delay [expr $clk_period * $clk_io_pct] -clock clk0 [all_outputs]
==> flow/design.v <==
module mux1bit (
    input  logic [31:0] a,       
    input  logic [31:0] b,       
    input  logic sel,            
    output logic [31:0] y        
);
    assign y = sel ? b : a;
endmodule
==> flow/run.sh <==
#!/bin/bash
# OpenROAD 26Q1-2900-gdf79404cd8, Yosys 0.63+post, stock flow scripts
make -C /OpenROAD-flow-scripts/flow DESIGN_CONFIG=/design/flow/config.mk WORK_HOME=/design/flow/orfs finish
==> run notes <==
fresh numbers from the pnr run: Post-Synth Adder-Cell Area 0%, chip area in the Yosys report 544 um^2, number of setup violations in the final report 32, status finished, violations left, Post-CTS Setup Bufs 0, Init Core Util 15.9%, fin worst setup slack -0.101 ns, main logic family after synthesis multiplexers, Mapped Avg Cell Area 15.1 um^2, gr ovfl total 0, drt wl/cell 16.1 um, Die X 80 um, tally of OpenROAD warnings 34, leakage power total 0.852 nW, Crit-path slowest cell mux2_4, Worst EP required 0.80 ns, max incr delay on CP 0.30 ns, drt drc 0, placed cell count 177, post-layout min period 1.10 ns, Clock Buffer Count 0, initial antenna violation count 0, # Cells Yosys 36, DR vias/cell 3.98, Setup crit start sel, synthesized netlist cell count 36, Hold Path Class input pin to output port, Core Region 3420 um^2, Worst EP arrival 0.90 ns, Antenna diodes 0, first-pass GRT wire length 4310 um, share of cells above drive strength 1 52.6%, XORs/XNORs by Area 0%, Final ANT Viol Nets 0, vias in the first global route 811, Core Util, Final 45.8%, Starting DRT DRC Count 3, IO Pins 97, hold slack 0.794 ns, Yosys Warn Count 0, GRT Total Usage 8.29%, hold path start a[25], critical path peak fanout 6, flip-flops 0, post-route insts no fill 181, Startpoint Class input pin, failing checks setup timing, hpwl dp 2410 um, Synth-to-Final Area Change 188%, PD cells 394 nW/um^2, Crit. End Element output port, unrepaired setup endpoints after global routing true, final WL 2920 um, Rows 21, DRT Pass-1 Iters 2, largest net degree at the start of global routing 10, final hold violations 0, CP Cell Sequence buf_16 > clkbuf_16 > mux2_4 > buf_6, DR vias 720, fill count 335, yosys simple share 0%, die area 6400 um^2, FF+latch area 0 um^2, gpl congestion 0.760, Max-slew headroom 93.4%, Pins Over Slew Limit 0, kind of critical path input pin to output port, fin crit share 110%, Peak VDD IR 0.185 mV, register share after synthesis 0%, slew at the pin closest to its max-slew limit 0.0992 ns, Buffers on Ports 97, Logic cell area 480 um^2, Mapped Area 544 um^2, vertical die size 80 um, Cell Type Count 4, area fraction in compound gates 0%, total power 0.616 mW, max-cap violations 0, Fmax achieved 0.908 GHz, mux share 86.9%
power by group:
| group | switching (mW) | leakage, nW | internal (mW) | total (mW) |
|---|---|---|---|---|
| clock | 0 | 0 | 0 | 0 |
| combinational | 0.138 | 0.852 | 0.478 | 0.616 |
| sequential | 0 | 0 | 0 | 0 |
| total | 0.138 | 0.852 | 0.478 | 0.616 |
final cells by class:
cell class                 instances  share of cell area, %
timing repair buffer             103                   65.6
multi-input combinational         32                   30.7
tap                               46                   3.68
synth_stat cells (all sizes together):
cell type	count	area, um^2
mux2	32	473
buf	4	71.3
critical path: cells and delay by family:
| kind | cells | cell delay [ns] |
|---|---|---|
| buffers and inverters | 3 | 0.40 |
| muxes | 1 | 0.30 |
timing repair:
item                       4_1_cts  5_1_grt
hold buffers                     0        0
cloned                           3        1
pin swaps                        0        0
setup endpoints to repair       32       32
gates resized                  186        6
placed cells by master (no fill, tap or decap):
master	netlist	final
buf_12	3	2
buf_16	0	4
buf_2	0	11
buf_6	1	21
clkbuf_16	0	1
dlygate4sd2_1	0	64
mux2_4	30	32
stage by stage:
stage	setup TNS [ns]	instance area, um^2	worst slack, ns
floorplan	0	544	0.0669
global placement	-15.26	1540	-0.492
detailed placement	-15.30	1540	-0.496
CTS	-2.59	1500	-0.0918
global route	-3.26	1570	-0.110
finish	-2.64	1570	-0.101
routing by layer:
metal	vias up	track usage, %	wire length, um
li1	342	-	-
met1	323	10.5	1190
met2	53	13.9	1430
met5	-	0	0
met4	0	0.704	21
met3	2	2.50	278
path summary, 6_finish.rpt:
path,endpoint,cells after the start
max,y[26],4
min,y[25],3
logic make-up after synthesis:
kind of cell,after synthesis
buffers and inverters,4
muxes,32
Power and IR drop assume default switching activity.
