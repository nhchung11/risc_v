==> design/flow/config.mk <==
export PLATFORM = sky130hd
export DESIGN_NAME = sync32
export DESIGN_NICKNAME = sync32
export VERILOG_FILES = /design/flow/design.v
export SDC_FILE = /design/flow/constraint.sdc
export NUM_CORES = 4
export LEC_CHECK = 1
export CORE_AREA = 10 10 109 109
export DIE_AREA = 0 0 119 119
==> design/flow/constraint.sdc <==
current_design sync32

set clk_period 1.5
set clk_io_pct 0.2

create_clock -name clk0 -period $clk_period [get_ports {clk}]

set non_clock_inputs [all_inputs -no_clocks]
set_input_delay [expr $clk_period * $clk_io_pct] -clock clk0 $non_clock_inputs
set_output_delay [expr $clk_period * $clk_io_pct] -clock clk0 [all_outputs]
==> design/flow/design.v <==
module sync32 (
    input  logic        clk,        
    input  logic        rst,        
    input  logic        en,         
    input  logic [31:0] d,          
    output logic [31:0] q           
);
    always_ff @(posedge clk or posedge rst) begin
        if (rst) begin
            q <= 32'b0;  
        end else if (en) begin
            q <= d;      
        end
    end
endmodule
==> design/flow/run.sh <==
#!/bin/bash
# OpenROAD 26Q1-2900-gdf79404cd8, Yosys 0.63+post, stock flow scripts
make -C /OpenROAD-flow-scripts/flow DESIGN_CONFIG=/design/flow/config.mk WORK_HOME=/design/flow/orfs finish
==> run notes <==
run metrics: Seq/Total Area, Yosys=59.4%, Yosys Instances=69, core footprint=0.00964 mm2, first-pass iteration count of the detailed router=2, CTS Sinks=32, critical path, cell by cell=clkdlybuf4s50_1, area share, top type=59.4%, vias post-DR=826, ys flops=32, Detailed Route Iter0 Violations=18, placed cell areas=0.00214 mm2, Clk Latency, worst-skew pair=0.27 ns, Setup CP Type=reg2out, die width=119 um, gpl congestion=0.690, Post-CTS Setup Repair Bufs=0, design area=0.00223 mm2, HPWL after detailed placement=2480 um, R2R Setup Slk=0.73 ns, Worst path max stage delay=0.49 ns, fin crit period=1.44 ns, Tot GR Track Use=4.69%, H-tree Lvls=2, tool warnings=25, port buffer count=66, CTS max path bufs=2, fill count=1037, largest reg by FF count=q, Design Power=2.13 mW, period utilization=96.0%, worst path bufs/invs=1, Worst Path Required=1.20 ns, fp util=14.0%, vias per cell=3.01, slew of the pin with the lowest slew margin=0.263 ns, Sequential cell area=801 um2, WP data arrival=1.14 ns, sum of negative setup slack=0 ns, cell area power density=953 mW/mm2, Max-Cap Viols=0, Post-Syn Area=0.00135 mm2, vias in the first global route=1001, Fin Clk Skew=0 ns, top cells, area=dfrtp_1 (59%), mux2_4 (33%), buf_12 (4.5%), Crit. End Element=output pin, synthesized area per cell=19.5 um2, Post-Synthesis Cells=69, post-route ant nets=0, Ys Warns=1, Avg WL per Cell=12.2 um, pin count of the biggest net entering global routing=33, number of buffers created by CTS=5, Worst VDD drop=0.000275 V, Slew Viols, Final=0, YS chip area=0.00135 mm2, Regs by FF count=q: 32 flops, RSZ-0062 raised after global routing=no, LEAKAGE=0.961 nW, Synth area leader=dfrtp_1, Ports=67, final setup violation count=0, CP delay by family, top=buffers and inverters, FP Rows=36, layout cell share with drive strength beyond 1=30.5%, worst rel slew slack=82.4%, Layout area overhead=65.5%, Fmax=0.695 GHz, wirelength, routed=3330 um, max FFs per register=32, Post-CTS Resized=0, Hold Buf Count CTS=0, initial antenna violation count=0, Reg clk slew, reported paths=0.07 ns, worst-path maximum fanout=2, Antenna diodes=0, CTS tree=done, worst min path class=in2async, final hold viol count=0, Logic cell area=473 um2, DR DRC count=0, worst-path cell with the longest stage delay=clkdlybuf4s50_1, first-pass GRT wire length=5490 um, CP Launch Type=register, die area=0.0142 mm2, DIE HEIGHT=119 um, clock root cell=clkbuf_8, status=finished clean, synth unique cells=6, total gr overflow=0
==> tightest hold or removal path, delay by kind of cell <==
kind	cells	cell delay (ns)
buffers and inverters	3	0.70
==> cell usage after synthesis <==
master,number
dfrtp_1,32
mux2_4,30
buf_12,3
mux2_2,2
buf_6,1
inv_1,1
==> cells by family after synthesis <==
group	Yosys count	share of synthesized area (%)
flip-flops	32	59.4
multiplexers	32	35.1
buffers and inverters	5	5.57
==> final cells by class <==
cell class	count	share of cell area, %
clock buffer	6	3.70
clock inverter	2	0.448
inverter	1	0.168
multi-input combinational	32	21.2
sequential	32	35.9
tap	133	7.46
timing repair buffer	68	31.2
==> cell usage in the layout, fill, tap and decap left out <==
cell / netlist / routed
buf_12: 3 / 2
buf_2: 0 / 1
clkbuf_8: 0 / 6
clkdlybuf4s50_1: 0 / 65
clkinv_2: 0 / 2
dfrtp_1: 32 / 32
inv_1: 1 / 1
mux2_2: 2 / 2
mux2_4: 30 / 30
==> layer usage <==
layer	track usage (%)	wire (um)
met1	5.83	1480
met2	7.54	1530
met3	2.11	273
met4	0.611	48
met5	0	0
==> worst paths after layout <==
kind                            start     to  depth (start not counted)
worst min register to register   q[8]   q[8]                          1
worst max register to register  q[13]  q[13]                          1
min in group clk0                q[8]   q[8]                          1
max in group asynchronous         rst   q[7]                          3
worst min-delay path              rst  q[30]                          3
worst max-delay path            q[13]  q[13]                          1
==> metrics by stage <==
step / cells / utilization (%) / hold WS (ns) / setup WS (ns)
3_3_place_gp: 266 / 22.2 / 0.498 / 0.349
3_5_place_dp: 266 / 22.2 / 0.492 / 0.342
5_1_grt: 274 / 23.2 / 0.397 / 0.00321
6_report: 274 / 23.2 / 0.369 / 0.0605
4_1_cts: 274 / 23.2 / 0.368 / 0.0297
2_1_floorplan: 69 / - / 0.416 / 0.509
==> power breakdown <==
part,switching [mW],internal [mW]
Clock,0.327,0.366
Combinational,0.0901,0.347
Sequential,0.0470,0.949
No activity file was given, so power comes from the tool's default toggle rates.
